### run.sh
#!/bin/bash
# OpenROAD 26Q1-2900-gdf79404cd8, Yosys 0.63+post, stock flow scripts
make -C /OpenROAD-flow-scripts/flow DESIGN_CONFIG=/design/flow/config.mk WORK_HOME=/design/flow/orfs finish
### config.mk
export PLATFORM = sky130hd
export DESIGN_NAME = sram_to_reg_write
export DESIGN_NICKNAME = sram_to_reg_write
export VERILOG_FILES = /design/flow/design.v
export SDC_FILE = /design/flow/constraint.sdc
export NUM_CORES = 4
export LEC_CHECK = 1
export CORE_AREA = 10 10 70 70
export DIE_AREA = 0 0 80 80
export SYNTH_HDL_FRONTEND = slang
### constraint.sdc
current_design sram_to_reg_write

set clk_period 1.3
set clk_io_pct 0.2

create_clock -name clk0 -period $clk_period [get_ports {reg_write_clk}]

set non_clock_inputs [all_inputs -no_clocks]
set_input_delay [expr $clk_period * $clk_io_pct] -clock clk0 $non_clock_inputs
set_output_delay [expr $clk_period * $clk_io_pct] -clock clk0 [all_outputs]
### design.v
module mem_block #(
                   parameter RAM_DEPTH = 512,
		   parameter RAM_ADDRW = 8,    
                   parameter RAM_WIDTH = 32,
                   parameter MEM_INIT_FILE = "mem_load_hex.hex"
  )( input  logic                 clk_i,
     input  logic                 ram_wren_i,
     input  logic [RAM_ADDRW-1:0] ram_wr_addr_i,
     input  logic [RAM_WIDTH-1:0] ram_wr_data_i,
     input  logic [RAM_ADDRW-1:0] ram_rd_addr_i,
     output logic [RAM_WIDTH-1:0] ram_rd_data_o
   );
logic [RAM_WIDTH-1:0] mem_block [RAM_DEPTH-1:0]  ;
assign ram_rd_data_o = mem_block[ram_rd_addr_i];     
endmodule        
module sram_to_reg_write #(
                    parameter NUM_FILTER= 6,
                    parameter CNT_WIDTH = 3,
                    parameter RAM_DEPTH = 5,
                    parameter RAM_ADDRW = 3,
                    parameter RAM_WIDTH = 40
)(
    input logic  reg_write_clk,
    input logic  reg_write_rst_b,
    input logic  reg_write_en_i,
    output logic reg_write_cnt_done_o
);
logic [CNT_WIDTH-1 : 0]                     cnt_out_addr_sig;  
logic [NUM_FILTER-1 : 0][RAM_WIDTH-1 : 0]   ram_data_out_sig;  
logic [RAM_WIDTH-1 : 0] conv1_wght_reg [NUM_FILTER-1 : 0][RAM_DEPTH-1 : 0];
upcounter #(
        .CNT_WIDTH  (CNT_WIDTH)
)
add_gen_counter(
    .cnt_clk       (reg_write_clk),
    .cnt_rst_b     (reg_write_rst_b),
    .cnt_en        (reg_write_en_i),
    .cnt_ld_en     (1'b0),
    .cnt_ld_val    ({(CNT_WIDTH){1'b0}}),
    .cnt_upto      (3'b100),  
    .cnt_out       (cnt_out_addr_sig),
    .cnt_done      (reg_write_cnt_done_o)
);
genvar i;
generate
    for (i=0; i<NUM_FILTER; i++) begin : wght_mem_inst
        mem_block #(
                    .RAM_DEPTH  (RAM_DEPTH),
                    .RAM_ADDRW  (RAM_ADDRW),
                    .RAM_WIDTH  (RAM_WIDTH)
        )
        sram_weight_mems(
            .clk_i           (reg_write_clk),
            .ram_wren_i      (1'b0),
            .ram_wr_addr_i   ({(RAM_ADDRW){1'b0}}),
            .ram_wr_data_i   ({(RAM_ADDRW){1'b0}}),
            .ram_rd_addr_i   (cnt_out_addr_sig),
            .ram_rd_data_o   (ram_data_out_sig[i])
        );
    end
endgenerate
genvar j;
generate
    for (j=0; j<NUM_FILTER; j++) begin
        always_latch begin
            if (reg_write_en_i) begin
                conv1_wght_reg[j][cnt_out_addr_sig] <= ram_data_out_sig[j];
            end
        end
    end
endgenerate
endmodule
module upcounter #(
                parameter CNT_WIDTH = 3
)(
    input logic                     cnt_clk,
    input logic                     cnt_rst_b,
    input logic                     cnt_en,
    input logic                     cnt_ld_en,
    input logic [CNT_WIDTH-1 : 0]   cnt_ld_val,
    input logic [CNT_WIDTH-1 : 0]   cnt_upto,
    output logic [CNT_WIDTH-1 : 0]  cnt_out,
    output logic                    cnt_done
);
logic [CNT_WIDTH-1 : 0] mux_lvl_1;
logic [CNT_WIDTH-1 : 0] mux_lvl_2;
logic [CNT_WIDTH-1 : 0] mux_lvl_3;
logic                   cnt_done_sig;
always_ff @( posedge(cnt_clk) or negedge(cnt_rst_b) ) begin
    if (~cnt_rst_b)
        cnt_out <= 0;
    else 
        cnt_out <= mux_lvl_3;
end
always_ff @( posedge(cnt_clk) or negedge(cnt_rst_b) ) begin
    if (~cnt_rst_b)
        cnt_done <= 0;
    else 
        cnt_done <= cnt_done_sig;
end
always_comb begin
    if (mux_lvl_3 == cnt_upto)
        cnt_done_sig = 1;
    else
        cnt_done_sig = 0;
end
always_comb begin
    if (cnt_done)
        mux_lvl_3 = {(CNT_WIDTH){1'b0}};
    else if (cnt_ld_en)
        mux_lvl_3 = cnt_ld_val;
    else if (cnt_en)
        mux_lvl_3 = cnt_out + 1'b1;
    else
        mux_lvl_3 = cnt_out;
end
endmodule
==> CHANGELOG.md <==
### Implementation results

- Share of flip-flops with an asynchronous set or reset: 100%
- Max-slew headroom: 83.0%
- Shortest period the worst path allows: 1260 ps
- Cell count in the Yosys report: 13
- Type of the worst setup path: flop to flop
- Total power: 618 µW
- Maximum ir drop on the vdd rail: 0.000281 V
- Pre-CTS WS: -135 ps
- Cell Rows: 21
- Most used standard cells in the synthesized netlist: dfrtp_1, nor2_1
- # clock sinks: 4
- Post-layout period usage: 96.8%
- Max-cap viol count: 0
- Master of the slowest instance on the critical path: dfrtp_1
- Total vias in the final route: 127
- Clock latency on the worst-skew pair: 240 ps
- Slowest cell delay on critical path: 380 ps
- Vias in the first global route: 159
- Placed Instance Area: 280 µm²
- Initial Utilization: 4.98%
- Post-synthesis instance area: 170 µm²
- CP required: 1440 ps
- # diodes: 0
- Clock Pin Slew Worst Setup and Hold Paths: 40 ps
- GR Overflow Total: 0
- Distinct cell type count of the synthesized netlist: 8
- Transition time at the pin with the least slew margin: 254 ps
- Prevailing post-synth register cell: dfrtp_1
- Chip Width: 80 µm
- Warnings, synthesis: 0
- # IOs: 4
- Final hold violation count: 0
- Drt initial violations: 5
- Clock tree buffer depth: 2
- Endpoint kind of the worst setup timing path: flop
- Series of cell instances along the critical path: ha_1, mux2i_1, nor2_1, nor4b_2
- Largest fanout of any net on the critical path: 2
- DR DRC count: 0
- Avg Cell Area, Syn: 13.1 µm²
- Setup repair after global routing missed its margin: true
- Run status: completed
- WL/cell: 5.72 µm
- Power per unit of standard cell area: 2050 mW/mm²
- Height of the die: 80 µm
- Dominant cell area share: 58.8%
- CTS tree: built
- Final design instance area without fill: 302 µm²
- P&R area growth vs syn: 77.2%
- YS chip area: 170 µm²
- GPL Wtd Cong: 0.665
- Summed negative setup slack over all endpoints: 0 ps
- Length of the first detailed-routing pass in iterations: 2
- Standard cell core area: 0.00342 mm²
- Setup Skew: 2.24 ps
- Post-CTS Setup Inserts: 0
- Crit start category: flop
- Routed vias/inst: 1.87
- Arrival time worst endpoint: 1400 ps
- Final core utilization: 8.83%
- Routed wire length: 389 µm
- Total global routing track utilization: 1.69%
- Highest Clock Rate: 795 MHz
- Cell chosen for the clock root: clkbuf_4
- Max H-tree Level: 1
- Count of tool warnings: 26
- Setup-failing EPs final: 0
- Post-synth EDFFs: 0
- Fraction of layout instances using a drive strength above 1: 31.8%
- Final Max Slew Viols: 0
- Top cell type by total area after synthesis: dfrtp_1
- Die Footprint: 0.00640 mm²
- Flops & latches, synth: 4
- Maximum number of pins on one net before global-route repair: 5
- Kind of path behind the tightest hold check: primary input to async pin
- Number of buffers created by CTS: 3
- Wire length of the first global-routing pass: 779 µm
- Cell with the most instances after synthesis: dfrtp_1
- Synthesized instance count: 13
- Antenna violations before repair: 0
- Crit path setup slack, layout: 41.8 ps
- Part of the Yosys area used for sequential elements: 58.8%
- Cells taking the most area after synthesis: dfrtp_1, nor4b_2, ha_1, nor2_1, mux2i_1
- Number of inserted filler cells in the final layout: 402
- Tally of nets with antenna violations remaining after routing: 0
- Static leakage: 0.000125 µW
- Number of buffer cells added on primary ports: 3
[critical path, delay by kind of cell, from the launching register on]
kind	cells	cell delay [ps]
and+or+nand+nor	2	330
DFF	1	380
adders and majority gates	1	290
muxes	1	160
[routing by layer]
layer  part of all wire [%]  global-route usage (%)  wire [µm]
met5                      0                       0          0
met4                    2.8                   0.704         11
met3                     24                    2.61         94
met2                     30                    1.69        118
met1                     42                    1.67        165
[kinds of logic (layout without fill, tap and decap cells)]
| logic type | count (synthesis) | in the layout | synth area share, % |
|---|---|---|---|
| adders and majority gates | 1 | 1 | 7.35 |
| buffers and inverters | 0 | 9 | 0 |
| and+or+nand+nor | 5 | 5 | 17.6 |
| DFF | 4 | 4 | 58.8 |
| xor gates and xnor gates | 2 | 2 | 10.3 |
| muxes | 1 | 1 | 5.88 |
[area by class of cell]
type / instances / area [µm²] / area share, %
repair buffers: 6 / 51.3 / 17.0
clock buffers: 3 / 22.5 / 7.47
flip-flops and latches: 4 / 100 / 33.2
well taps: 46 / 57.6 / 19.1
multi-input cells: 9 / 70.1 / 23.2
[layout by cell type (no fill, tap or decap)]
cell and n:
buf_4 3, nor4b_2 1, mux2i_1 1, ha_1 1, dlygate4sd2_1 1, clkdlybuf4s50_1 2
xnor2_1 1, xor2_1 1, nand2_1 1, nor2_1 3, dfrtp_1 4, clkbuf_4 3
[sequential cells by signal (all words and copies together), names as in the netlist]
register / flops
add_gen_counter.cnt_out: 3
add_gen_counter.cnt_done: 1
[per-stage QoR]
step                      instances  hold WS, ps
after floorplan                  13        -35.6
after global placement           65          477
after detailed placement         65          478
after CTS                        68          222
after global routing             68          218
final                            68          229
[repair_timing]
action	CTS	global route
hold buffers	0	0
resized	1	0
endpoints found under the setup margin	1	1
[where the power goes]
part           leakage, µW  switching, µW  internal (µW)
clock            0.0000138           52.3            103
sequential       0.0000501           31.8            189
combinational    0.0000610            110            131
total             0.000125            194            424
[path summary, 6_finish.rpt]
path | to | depth (start not counted) | slack [ps] | start
setup / recovery | add_gen_counter.cnt_done$_DFF_PN0_ | 4 | 40 | add_gen_counter.cnt_out[0]$_DFF_PN0_
hold / removal | add_gen_counter.cnt_done$_DFF_PN0_ | 1 | 230 | reg_write_rst_b
setup reg to reg | add_gen_counter.cnt_done$_DFF_PN0_ | 4 | 40 | add_gen_counter.cnt_out[0]$_DFF_PN0_
hold reg to reg | add_gen_counter.cnt_out[2]$_DFF_PN0_ | 2 | 550 | add_gen_counter.cnt_out[2]$_DFF_PN0_
max in group asynchronous | add_gen_counter.cnt_out[2]$_DFF_PN0_ | 1 | 900 | reg_write_rst_b
min in group clk0 | add_gen_counter.cnt_out[2]$_DFF_PN0_ | 2 | 550 | add_gen_counter.cnt_out[2]$_DFF_PN0_
Power and IR drop assume default switching activity.
